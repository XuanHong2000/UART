==> flow/run.sh <==
#!/bin/bash
# OpenROAD 26Q1-2900-gdf79404cd8, Yosys 0.63+post, stock flow scripts
make -C /OpenROAD-flow-scripts/flow DESIGN_CONFIG=/design/flow/config.mk WORK_HOME=/design/flow/orfs finish
==> flow/config.mk <==
export PLATFORM = sky130hd
export DESIGN_NAME = uarttxrx
export DESIGN_NICKNAME = uarttxrx
export VERILOG_FILES = /design/flow/design.v
export SDC_FILE = /design/flow/constraint.sdc
export NUM_CORES = 4
export LEC_CHECK = 1
export CORE_UTILIZATION = 30
==> flow/constraint.sdc <==
current_design uarttxrx

set clk_period 2.6
set clk_io_pct 0.2

create_clock -name clk0 -period $clk_period [get_ports {clk1}]

set non_clock_inputs [all_inputs -no_clocks]
set_input_delay [expr $clk_period * $clk_io_pct] -clock clk0 $non_clock_inputs
set_output_delay [expr $clk_period * $clk_io_pct] -clock clk0 [all_outputs]
==> flow/design.v <==
`timescale 1ns / 1ps
module uart_rx (
input wr,clk,ret,
input [10:0]rx,
output reg [7:0]data_out);
reg rx_start,buad_clk;
reg [10:0]data_frame;
reg [2:0]count;
always@(posedge clk)
	begin
		if(ret==0)
			rx_start=0;
		else 
			if(wr==1)    
				rx_start=1;  
			else
				rx_start=0;
	end
always@(posedge clk)
	begin
		if(ret==0)
			count=0;
		else 
				if(rx_start==1)
					count=count+1;
				else
					count=0;
	end
always@(posedge clk)
	begin
		if(ret==0)
			buad_clk=0;
		else
			if(count==1)
				buad_clk=1;
			else
				buad_clk=0;
	end
always@(posedge clk)
	begin
		if(ret==0)
			data_frame=11'b00000000000;
		else 
			if(buad_clk==1)
				begin
				data_frame=rx;
				end
			else
			data_frame=data_frame;
	end
always@(posedge clk)
	begin
		if(ret==0)
			data_out=8'b0;
		else 
			if(data_frame[0]==1)
				begin
					data_out=data_frame[9:2];
				end
		   else
				data_out=8'b0 ;
	end
endmodule
`timescale 1ns / 1ps
module uart_tx (
input [7:0]data,
input clk,ret,
output [10:0]tx );
reg tx_start,buad_clk;
reg [10:0]data_frame;
reg [2:0]count;
always@(posedge clk)
	begin
		if(ret==0)
			tx_start=0;
		else
			tx_start=1;
	end
always@(posedge clk)
	begin
		if(tx_start==1)
			count=count+1;
		else
			count=0;
	end
always@(posedge clk)
	begin
		if(count==3'b111)
			buad_clk=1;
		else
	      buad_clk=0;
end
always@(posedge clk)
	begin
		if(ret==0)
			data_frame={1'b0, data, ^data, 1'b1};
			if(buad_clk==1)
					data_frame=data_frame>>1;
			else
				data_frame=data_frame;
	end
assign tx[10:0]=data_frame;
endmodule
`timescale 1ns / 1ps
module uarttxrx (
input clk1,ret1,wr1,ret2,
input [7:0]data1,
output [7:0]data_out1);
wire [10:0]tx1;
	uart_tx I1(.data(data1),.clk(clk1),.ret(ret1),.tx(tx1));
	uart_rx I2(.wr(wr1),.clk(clk1),.ret(ret2),.rx(tx1),.data_out(data_out1));
endmodule
==> load_flow_metrics.sql <==
-- physical implementation figures
INSERT INTO impl_metrics (metric_group, metric, value, unit) VALUES
('synthesis', 'netlist-cell-type-count', '20', ''),
('clock_tree', 'cts_buffers', '5', ''),
('die', 'rows', '24', ''),
('grt', 'grt_first_pass_wirelength', '3.63', 'mm'),
('synthesis', 'syn-instance-count', '122', ''),
('hold_path', 'hp-class', 'register to register', ''),
('power_and_ir_drop', 'totalPowerFinal', '1.10', 'mW'),
('power_and_ir_drop', 'power.density', '653', 'nW/um^2'),
('place', 'place.detailed.instances', '187', ''),
('layout', 'area_delta_synth_final', '22.4', '%'),
('job', 'maxCapViolCount', '0', ''),
('die', 'floorplanUtilization', '31.3', '%'),
('route', 'drt_first_pass_iters', '4', ''),
('die', 'fp.coreArea', '4380', 'sq um'),
('route', 'n_antenna_cell', '0', ''),
('die', 'fp.dieH', '69.7', 'um'),
('die', 'fp.dieW', '69.7', 'um'),
('sta', 'slew_headroom', '61.9', '%'),
('sta', 'fmax', '571', 'MHz'),
('grt', 'grt_start_max_net_pins', '21', ''),
('synthesis', 'synth-xor-area-share', '5.10', '%'),
('synthesis', 'post_synth_mux_area_share', '16.1', '%'),
('sta', 'clock-skew-final', '0.00806', 'ns'),
('clock_tree', 'clock.latency.late_pin', '0.29', 'ns'),
('setup_path', 'worst-endpoint-arrival', '1.91', 'ns'),
('synthesis', 'syn-cell-area', '1370', 'sq um'),
('power_and_ir_drop', 'p_comb_share', '8.3', '%'),
('clock_tree', 'cts_buffer_depth', '2', ''),
('grt', 'antenna_found_initial', '0', ''),
('clock_tree', 'post_cts_hold_buffer_count', '0', ''),
('layout', 'proportion_of_layout_cells_with_a_drive_suffix_above_1', '5.59', '%'),
('route', 'ant_nets', '0', ''),
('power_and_ir_drop', 'cell_internal_pwr', '852', 'uW'),
('sta', 'timing_max_transition_violations_final', '0', ''),
('power_and_ir_drop', 'power.switching_fraction', '22.4', '%'),
('place', 'buffer_ports.inserted', '19', ''),
('sta', 'layout_min_cycle_time', '1.75', 'ns'),
('route', 'route.detailed.vias_per_inst', '4.25', ''),
('die', 'die-area', '4850', 'sq um'),
('route', 'totalWireLength', '2.02', 'mm'),
('place', 'preCtsSetupSlack', '0.552', 'ns'),
('setup_path', 'worst_setup_path_start_kind', 'input port', ''),
('route', 'initialDrtViolationCount', '25', ''),
('sta', 'slew_worst_pin', '0.569', 'ns'),
('layout', 'postLayoutCoreUtil', '38.4', '%'),
('clock_tree', 'cts_root_buf', 'sky130_fd_sc_hd__clkbuf_8', ''),
('power_and_ir_drop', 'power_leakage', '0.656', 'nW'),
('clock_tree', 'post_cts_resize_count', '0', ''),
('sta', 'fin_tns_setup', '0', 'ns'),
('route', 'detailroute.via_count', '828', ''),
('status', 'status', 'finished clean', ''),
('synthesis', 'postSynthSeqShare', '56.1', '%'),
('power_and_ir_drop', 'power.share.sequential', '57.6', '%'),
('clock_tree', 'cts_htree_levels', '2', ''),
('synthesis', 'ys_warn_count', '2', ''),
('synthesis', 'ys_sh_adder', '3.64', '%'),
('synthesis', 'synth.logic.top_family', 'multiplexers', ''),
('place', 'gp_routability_congestion', '0.703', ''),
('sta', 'grt_setup_unrepaired', 'no', ''),
('grt', 'first_global_vias', '793', ''),
('clock_tree', 'clk_transition_reported_paths', '0.07', 'ns'),
('synthesis', 'synth_flop_count', '38', ''),
('clock_tree', 'postCtsSetupBuffers', '0', ''),
('synthesis', 'synthSimpleGateAreaFrac', '13.4', '%'),
('job', 'tool_warning_count', '26', ''),
('synthesis', 'average_cell_area_after_synthesis', '11.3', 'sq um'),
('setup_path', 'worst_ep_required_time', '2.76', 'ns'),
('route', 'post-route-drc-count', '0', ''),
('sta', 'timing.final.setup_violations', '0', ''),
('die', 'top_level_pins', '20', ''),
('power_and_ir_drop', 'switching_power', '246', 'uW');
layout by cell type (no fill, tap or decap):
cell                              netlist  final
sky130_fd_sc_hd__clkinv_2               0      2
sky130_fd_sc_hd__ha_1                   4      4
sky130_fd_sc_hd__nor2_1                 7      7
sky130_fd_sc_hd__mux2i_1               21     21
sky130_fd_sc_hd__o21ai_0                3      3
sky130_fd_sc_hd__clkbuf_8               0      5
sky130_fd_sc_hd__nand3_1                1      1
sky130_fd_sc_hd__and2_1                 3      3
sky130_fd_sc_hd__clkdlybuf4s50_1        0     19
sky130_fd_sc_hd__clkbuf_1               2      1
sky130_fd_sc_hd__xnor2_1                8      8
sky130_fd_sc_hd__mux2_2                 1      1
sky130_fd_sc_hd__inv_1                  3      3
sky130_fd_sc_hd__and3_1                 8      8
sky130_fd_sc_hd__nand2_1                4      4
sky130_fd_sc_hd__nand2b_1               1      1
sky130_fd_sc_hd__nor2b_1               10     10
sky130_fd_sc_hd__edfxtp_1               1      1
sky130_fd_sc_hd__a31oi_1                1      1
sky130_fd_sc_hd__a21oi_1                3      3
sky130_fd_sc_hd__dfxtp_1               37     37
cell families after synthesis:
kind of cell    count (synthesis)
flops                          38
simple gates                   34
mux                            22
buf+inv                         9
xor+xnor                        8
compound gates                  7
fa+ha+maj                       4
state kept, by name, summed over array words and instances (netlist names):
name           cells
I1.data_frame     11
I2.rx_start        1
I2.data_frame      9
I2.buad_clk        1
I1.count           3
I2.count           3
I1.tx_start        1
I2.data_out        8
I1.buad_clk        1
synth_stat cells:
library cell / instances / area share, %
sky130_fd_sc_hd__dfxtp_1: 37 / 54
sky130_fd_sc_hd__mux2i_1: 21 / 15
sky130_fd_sc_hd__nor2b_1: 10 / 4.6
sky130_fd_sc_hd__and3_1: 8 / 3.6
sky130_fd_sc_hd__xnor2_1: 8 / 5.1
sky130_fd_sc_hd__nor2_1: 7 / 1.9
sky130_fd_sc_hd__ha_1: 4 / 3.6
sky130_fd_sc_hd__nand2_1: 4 / 1.1
sky130_fd_sc_hd__a21oi_1: 3 / 1.1
sky130_fd_sc_hd__and2_1: 3 / 1.4
sky130_fd_sc_hd__buf_2: 3 / 1.1
sky130_fd_sc_hd__inv_1: 3 / 0.82
sky130_fd_sc_hd__o21ai_0: 3 / 1.1
sky130_fd_sc_hd__clkbuf_1: 2 / 0.55
sky130_fd_sc_hd__a31oi_1: 1 / 0.46
sky130_fd_sc_hd__buf_4: 1 / 0.55
sky130_fd_sc_hd__edfxtp_1: 1 / 2.2
sky130_fd_sc_hd__mux2_2: 1 / 0.82
sky130_fd_sc_hd__nand2b_1: 1 / 0.46
sky130_fd_sc_hd__nand3_1: 1 / 0.36
metal layers:
layer | vias up | track usage (%) | routed length, um
li1 | 449 | - | -
met1 | 355 | 14.9 | 1050
met2 | 19 | 13.1 | 775
met3 | 5 | 2.95 | 131
met4 | 0 | 2.22 | 64
met5 | - | 0 | 0
path summary, 6_finish.rpt:
| check | startpoint | to | slack (ns) | cells after the start |
|---|---|---|---|---|
| max | ret1 | I1.data_frame[2] | 0.85 | 4 |
| min | I1.count[0] | I1.count[0] | 0.43 | 1 |
| max reg2reg | I1.buad_clk | I1.data_frame[0] | 1.39 | 1 |
| min reg2reg | I1.count[0] | I1.count[0] | 0.43 | 1 |
layout make-up:
cell class / count / area [sq um]
flip-flops and latches: 38 / 771
fillers: 426 / 2700
inverters: 3 / 11.3
well taps: 52 / 65.1
clock inverters: 2 / 10.0
clock buffers: 6 / 72.6
multi-input cells: 75 / 562
repair buffers: 19 / 190
power by group through the flow:
stage	Combinational (mW)	Clock [mW]	Sequential, mW
5_1_grt	0.102	0.413	0.637
6_report	0.0908	0.375	0.633
4_1_cts	0.0922	0.387	0.633
stage by stage:
step	instance area, sq um	hold slack [ns]
floorplan	1370	0.398
global route	1680	0.461
CTS	1680	0.431
global placement	1600	0.408
finish	1680	0.427
detailed placement	1600	0.419
worst max-delay path: stages:
cell	delay [ns]
sky130_fd_sc_hd__clkdlybuf4s50_1	0.83
sky130_fd_sc_hd__mux2_2	0.41
sky130_fd_sc_hd__nand2_1	0.07
sky130_fd_sc_hd__o21ai_0	0.08
Power is estimated from default activity; no workload was simulated.
